<file path="flow/design.v">
`timescale 1ns / 1ps
module AlarmCounter(
    input clk,
    input reset,
    input updown,
    input en_hours,
    input en_mins,
    output [3:0] minutes_units, 
    output [2:0] minutes_tens,
    output [3:0] hours_units,
    output [2:0] hours_tens
);
reg [3:0] enable;
wire [5:0] counter_sec; 
wire [5:0] counter_min; 
wire [4:0] counter_hour; 
counter_bits #(6,60) Minutes (clk, reset,en_mins ,updown, counter_min);
counter_bits #(5,24) Hours (clk, reset, en_hours,updown, counter_hour);
assign hours_tens = counter_hour / 10;
assign hours_units = counter_hour % 10;
assign minutes_tens = counter_min / 10;
assign minutes_units = counter_min % 10;
endmodule
`timescale 1ns / 1ps
module counter_bits #(x = 3, n = 8)
(input clk, reset, enable,updown, output reg [x-1:0] count); 
always @(posedge clk, posedge reset)
 begin
     if (reset == 1)
        count <= 0; 
     else 
     begin
     if (enable)begin
         if(updown)begin
             if (count<n-1)
             begin
                count <= count + 1; 
                end
             else
             begin
                count<=0;
             end
          end
           else begin
             if (count<n-1)
                    begin
                    count <= count -1; 
                    end
             else begin
                    count<=0;
             end
           end
      end          
      else
         count <= count;
    end 
end
endmodule
</file>
<file path="flow/run.sh">
#!/bin/bash
# OpenROAD 26Q1-2900-gdf79404cd8, Yosys 0.63+post, stock flow scripts
make -C /OpenROAD-flow-scripts/flow DESIGN_CONFIG=/design/flow/config.mk WORK_HOME=/design/flow/orfs finish
</file>
<file path="flow/config.mk">
export PLATFORM = sky130hd
export DESIGN_NAME = AlarmCounter
export DESIGN_NICKNAME = AlarmCounter
export VERILOG_FILES = /design/flow/design.v
export SDC_FILE = /design/flow/constraint.sdc
export NUM_CORES = 4
export LEC_CHECK = 1
export CORE_AREA = 10 10 82 82
export DIE_AREA = 0 0 92 92
</file>
<file path="flow/constraint.sdc">
current_design AlarmCounter

set clk_period 2.4
set clk_io_pct 0.2

create_clock -name clk0 -period $clk_period [get_ports {clk}]

set non_clock_inputs [all_inputs -no_clocks]
set_input_delay [expr $clk_period * $clk_io_pct] -clock clk0 $non_clock_inputs
set_output_delay [expr $clk_period * $clk_io_pct] -clock clk0 [all_outputs]
</file>
==> git commit body <==
Update PnR metrics after Yosys + OpenROAD run

* Starting density of the core: 26.4%
- Failing checks: negative setup slack
* Switching share of power: 40.5%
- The clock arrives with 0.000573 ns of skew.
* Max-Cap Viols: 0
* Final setup violation count: 8
- The routed layout reports a DRC error count of 0.
* Setup repair after global routing missed its margin: true
- Global Route Usage Sum: 8.26%
* Global route overflow: 0
- The most common logic cells in the final layout are buf_4, nand2_1, nor2_1.
- For the completed layout, the total cell area is recorded as 2050 µm².
* Detailed-placement wirelength estimate: 2.56 mm
* Worst setup margin: -0.533 ns
* Clk network pwr share: 5.8%
* F_max: 341 MHz
- The OpenROAD report gives the critical path a required time of 1.92 ns.
- Maximum number of pins on one net before global-route repair: 15
- Critical Path Slowest Stage Cell: dfrtp_1
* Cell leakage power: 0.944 nW
- The synthesized design spends more area on one cell type than any other, namely dfrtp_1.
* First-pass GRT wire length: 6.05 mm
* Die X-Extent: 92 µm
- According to the report, the first pass of detailed routing completed in 4 iterations.
- Area of the chip: 8460 µm²
- Share of final-layout standard cells stronger than drive strength 1: 37.2%
- For this block, the initial DRC count from the detailed router was 61.
* Weighted congestion reported at the end of routability-driven placement: 0.823
- TritonCTS created 3 clock buffers.
* Critical Path Max Stage Delay: 0.41 ns
- The number of different library cells used by synthesis comes to 53.
* Routed vias: 1360
* Worst path top cell family by delay: simple AND/OR/NAND/NOR gates
- Looking at the VDD voltage map, the peak drop is 0.858 mV.
* Average footprint of a synthesized cell: 7.89 µm²
- The stage logs contain a warning count of 38.
- The detailed router reported a total wirelength of 3.46 mm.
* Share of the clock period used by the worst path after layout: 122%
- Net switching power figure: 0.00129 W
- I/O pin count: 19
* Total cell area at the placement stage: 1850 µm²
* Layout filler cell count: 515
- Row count: 26
- In the synthesized netlist the dominant register cell turns out to be dfrtp_1.
- Via density: 4.59
* Most common library cell in the layout ignoring fill and taps: buf_4
- Buffer depth of the longest clock path: 2
- Critical path cell sequence: inv_6 > ha_4 > and4b_1 > nor4_4 > nand2_2 > xor2_2 > buf_4 > o21a_1 > o31a_1 > buf_2
- Area fraction of the dominant cell type after synthesis: 20.5%
- According to the floorplan report, the die height is 92 µm.
- After synthesis the cells add up to 1340 µm².
- Count of flip-flops with a built-in enable after synthesis: 0
- Antenna violations before repair: 0
- Endpoint arrival time on the critical path: 2.45 ns
- Portion of total power attributed to sequential cells: 10.9%
- Subtracting the final worst setup slack from the clock period gives 2.93 ns.
* Core area: 5070 µm²
- Including well taps, the total number of placed cells is 279.
- Category of the most critical setup path: flop to primary output
- Counting every instance in the synthesized netlist gives 170.
- Of all nets on the critical path, the largest fanout is 4.
* Combinational Power Share: 83.3%
* CTS tree: done
- The flow ran to the end, but the final reports show violations.
- The design draws 0.00320 W.
- STA classifies the critical path endpoint as a primary output.
* Worst skew pair latency: 0.24 ns
- The critical path contains buffers and inverters numbering 3 combined.
* Cell Pwr Density: 1560 nW/µm²
- According to the hold report, the worst path is of the primary input to async pin type.
* Routed wire length per instance: 11.7 µm
- Post-CTS clock slew at the launch and capture registers of the worst setup and hold paths: 0.05 ns
- Area of the synthesized netlist per yosys stat: 1340 µm²
- Sequential elements use 20.5% of the synthesized area.
* Hold buffers post-CTS: 0
* Worst Setup Slack post-DPL: -0.505 ns
- Number of failing hold endpoints at the final stage: 0
* Root buf cell: clkbuf_8
- The synthesized design contains 11 register bits.
* Internal portion of total power: 0.00190 W
- For this design, Yosys synthesis ends with a cell count of 170.
* P&R area growth vs syn: 53.0%
- Nets still carrying antenna violations after routing amount to 0.
- Vias in the first global route: 1303
- The number of antenna diodes in the final layout is 0.
* Setup Total Neg Slack: -2.48 ns
- Number of sinks handled by clock tree synthesis: 11
- Cell area leaders: dfrtp_1, ha_1, nand2_1
- STA classifies the critical path startpoint as a flop.
- Final cell count without fillers: 296
* Synth async-reset ratio: 100%
- In this run the number of H-tree levels came out at 1.
- In this run the tool buffered the top-level ports with 17 buffer cells.
* Number of synthesis warnings: 2
- In the final report, the number of pins over their slew limit comes to 0.
## metrics by stage
| step | hold WS, ns | util (%) |
|---|---|---|
| finish | 0.561 | 40.4 |
| global route | 0.610 | 40.4 |
| CTS | 0.579 | 39.3 |
| detailed placement | 0.646 | 36.4 |
| global placement | 0.646 | 36.4 |
| floorplan | 0.332 | - |
## cells by family after synthesis
| group | count (synthesis) | synth area share, % |
|---|---|---|
| AOI/OAI and AO/OA | 44 | 21.8 |
| xor gates and xnor gates | 8 | 5.22 |
| adders and majority gates | 16 | 14.7 |
| buffers and inverters | 23 | 7.74 |
| DFF | 11 | 20.5 |
| muxes | 5 | 4.01 |
| other | 1 | 0.280 |
| and+or+nand+nor | 62 | 25.7 |
## per-layer routing
metal / track usage [%] / share of wire (%) / vias up / wire length, µm
met3: 1.73 / 3.8 / 2 / 131
met4: 0.514 / 0.26 / 0 / 9
met5: 0 / 0 / - / 0
met1: 11.3 / 50 / 638 / 1730
li1: - / - / 705 / -
met2: 13.8 / 46 / 15 / 1590
## layout make-up
cell class	count	area [µm²]	area share [%]
repair buffers	63	490	23.9
clock buffers	4	45.0	2.20
inverters	12	50.0	2.44
well taps	70	87.6	4.27
flip-flops and latches	11	275	13.4
multi-input cells	136	1100	53.8
## power groups by stage
stage	Clock (W)	Sequential, W	Combinational [W]
CTS	0.000192	0.000341	0.00255
global route	0.000206	0.000359	0.00296
finish	0.000185	0.000348	0.00266
## sequential cells by signal (all words and copies together) (netlist names)
register / cells
Hours.count: 5
Minutes.count: 6
## what timing repair did
action / in CTS / in global routing
setup buffers: 11 / 2
pin swaps: 23 / 7
endpoints found under the setup margin: 9 / 9
resized: 37 / 9
## path summary, 6_finish.rpt
path | from | to | slack [ns] | cells past startpoint
max | Minutes.count[4]$_DFFE_PP0P_ | minutes_units[1] | -0.53 | 10
min | reset | Minutes.count[5]$_DFFE_PP0P_ | 0.56 | 2
max reg2reg | Minutes.count[2]$_DFFE_PP0P_ | Minutes.count[3]$_DFFE_PP0P_ | 0.77 | 6
min reg2reg | Minutes.count[0]$_DFFE_PP0P_ | Minutes.count[0]$_DFFE_PP0P_ | 0.66 | 4
max in group asynchronous | reset | Minutes.count[0]$_DFFE_PP0P_ | 1.53 | 2
min in group clk0 | Minutes.count[0]$_DFFE_PP0P_ | Minutes.count[0]$_DFFE_PP0P_ | 0.66 | 4
## cells in the mapped netlist (all sizes together), types with 3 or more instances
cell type and instances:
nand3 4, ha 15, xnor2 6, and3b 3, inv 12, buf 8, dfrtp 11, nand2 20
o21ai 20, clkbuf 3, mux2 3, nor2 13, o21a 4, a21oi 4
Power and IR drop assume default switching activity.
