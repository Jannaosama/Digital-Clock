### ./run.sh
#!/bin/bash
# OpenROAD 26Q1-2900-gdf79404cd8, Yosys 0.63+post, stock flow scripts
make -C /OpenROAD-flow-scripts/flow DESIGN_CONFIG=/design/flow/config.mk WORK_HOME=/design/flow/orfs finish
### ./config.mk
export PLATFORM = sky130hd
export DESIGN_NAME = PushButtonDetector
export DESIGN_NICKNAME = PushButtonDetector
export VERILOG_FILES = /design/flow/design.v
export SDC_FILE = /design/flow/constraint.sdc
export NUM_CORES = 4
export LEC_CHECK = 1
export CORE_AREA = 10 10 70 70
export DIE_AREA = 0 0 80 80
### ./constraint.sdc
current_design PushButtonDetector

set clk_period 1.0
set clk_io_pct 0.2

create_clock -name clk0 -period $clk_period [get_ports {clk}]

set non_clock_inputs [all_inputs -no_clocks]
set_input_delay [expr $clk_period * $clk_io_pct] -clock clk0 $non_clock_inputs
set_output_delay [expr $clk_period * $clk_io_pct] -clock clk0 [all_outputs]
### ./design.v
`timescale 1ns / 1ps
module PushButtonDetector (input clk, x , reset , output  z ); 
wire outDebouncer;
wire outSynchronizer;
debouncer Ddebouncer( clk, reset, x,  outDebouncer);
synchronizer Ssynchronizer( clk, reset, outDebouncer, outSynchronizer);
rising_edge RrisingEdge( clk, reset,outSynchronizer,  z);
endmodule
`timescale 1ns / 1ps
module rising_edge (input clk, rst, w, output z);
reg [1:0] state, nextState;
parameter [1:0] A=2'b00, B=2'b01, C=2'b10;
always @(*) begin
case (state)
A: if (w==0) nextState = A;
 else nextState = B;
B: if (w==0) nextState = A;
 else nextState = C;
C: if (w==0) nextState = A;
 else nextState = C;
default: nextState = A;
endcase
end
always @ (posedge clk or posedge rst) begin
if(rst) state <= A;
else state <= nextState;
end
assign z = (state == B);
endmodule
`timescale 1ns / 1ps
module debouncer(input clk, rst, in, output out);
reg q1,q2,q3;
always@(posedge clk, posedge rst) begin
 if(rst == 1'b1) begin
 q1 <= 0;
 q2 <= 0;
 q3 <= 0;
 end
 else begin
 q1 <= in;
 q2 <= q1;
 q3 <= q2;
 end
end
assign out = (rst) ? 0 : q1&q2&q3;
endmodule
`timescale 1ns / 1ps
module synchronizer (input clk, reset, in, output reg out);
reg r1;
always@(posedge clk, posedge reset) begin
     if(reset == 1'b1) begin
         r1 <= 0;
         out <= 0;
     end
     else begin
         r1 <= in;
         out <= r1;
     end
end
endmodule
==> summary.txt <==
yosys + openroad results -> final hold vios=0, chip area=between 0.006 and 0.007 sq mm, max-slew violations=0, YS warnings=3, n_diodes=0, Die X=80 um, critical path's slowest cell=dfrtp_1, Final HPWL DP=220 um, Util after Layout=0.0905, crit path DAT=0.72 ns, clk sink count=7, outcome=completed, drt wl/cell=~4.5 um, CTS resizes=4, Routed Wire Length=287 um, Post-synth ARST share=1.00, Leak=~0.13 nW, clock latency (worst-skew pair)=0.24 ns, Antenna Nets Post-Route=0, CP top delay family=flip-flops, Setup Crit Path Kind=reg2out, Worst R2R Path Depth=1, distinct lib cells=5, startpoint types=register, Max rail drop VDD=just over 1 mV, Synth top area share=0.750, gr usage total=0.0114, DRT iter0 DRCs=0, main flop type after synthesis=dfrtp_1, TritonCTS clock tree=yes, Pre-Repair DR Iteration Count=1, FF-to-FF setup slack=between 0.3 and 0.4 ns, tool warning count=25, Crit path required time=~0.80 ns, antenna violations before repair=0, RR Endpoint=Ssynchronizer.r1, largest net degree at the start of global routing=8, Final Non-Filler Cells=about 64, MaxCap Viol Count=0, CP Max Fanout=1, crit share post-route=0.916, floorplan core area=between 0.003 and 0.004 sq mm, CTS H-Tree Depth=1, clock slew at reported path FFs=~0.05 ns, register cell area after layout=176 sq um, Comb gate area=roughly 16 sq um, Worst slew margin=0.836, first-pass GRT wire length=between 500 and 600 um, Fmax achieved=roughly 1100 MHz, Clock Skews=a little under 0.005 ns, Via density=about 1.5, share of cells above drive strength 1=0.278, Yosys chip area=200 sq um, Final GP Congestion=around 0.62, CP endpoint kind=output port, ys flops=7, Congestion Overflow GR=0, final setup fails=0, vias in the first global route=approximately 130, hold crit path type=in2async, Slew @ Worst Pin=about 0.25 ns, Bufs on Longest Clock Path=2, crit path time final=0.916 ns, setup TNS=0 ns, # DRC=0, Initial Util=0.0586, postcts setup bufs=0, Syn Std Cell Area=between 200 and 250 sq um, count of hold buffers inserted by post-cts repair=0, leading cell types by count after synthesis=6 x dfrtp_1, 2 x inv_1, 1 x and2_1, 1 x and4b_1, 1 x dfstp_2, # port buffers=3, area leader, netlist=dfrtp_1, cts bufs inserted=3, placed instance count=about 60, count leader, synth=dfrtp_1, I/O Pins=4, P&R area growth vs syn=54.4%, worst path bufs/invs=1, top cells, area=dfrtp_1 75%, dfstp_2 13%, and4b_1 5.0%, yosys cell count=11, RSZ-0062 raised after global routing=false, critical-path cell list=buf_2, EDFF count, synth=0, Synth Instances=11, sequential-to-total area share from yosys stat=0.881, pwr dens=between 1500 and 2000 mW/mm^2, via count=99, die height=~80 um, Critical R2R Launch=Ddebouncer.q1, Fillers=around 400, slowest stage delay, CP=0.35 ns, Core Rows=21, post-synthesis area per instance=around 18 sq um, root buffer cell=clkbuf_4
-- metrics by stage --
stage | setup slack (ns) | cell area, sq um | total power [W] | hold slack (ns)
2_1_floorplan | 0.346 | 200 | 0.000308 | 0.00267
3_3_place_gp | 0.00708 | 288 | 0.000319 | 0.335
3_5_place_dp | 0.00315 | 288 | 0.000321 | 0.344
4_1_cts | 0.0709 | 309 | 0.000577 | 0.201
5_1_grt | 0.0480 | 309 | 0.000600 | 0.211
6_report | 0.0844 | 309 | 0.000558 | 0.198
-- cells in the final DEF, fill, tap and decap left out --
cell,synthesis,layout
dfrtp_1,6,6
clkdlybuf4s50_1,0,2
clkbuf_1,0,1
and2_1,1,1
dfstp_2,1,1
and4b_1,1,1
clkbuf_4,0,3
inv_1,2,2
buf_2,0,1
-- state kept, by name, indices dropped and copies added (netlist names) --
register           count
Ddebouncer.q3          1
Ddebouncer.q1          1
Ddebouncer.q2          1
Ssynchronizer.out      1
Ssynchronizer.r1       1
RrisingEdge.state      2
-- logic make-up after synthesis --
logic type / after synthesis / share of synthesized area
flops: 7 / 0.881
simple gates: 2 / 0.0813
buf+inv: 2 / 0.0375
-- area by class of cell --
cell class,count,area share
inverters,2,0.0243
clock buffers,4,0.0850
multi-input cells,2,0.0526
flip-flops and latches,7,0.571
well taps,46,0.186
repair buffers,3,0.0810
-- report_power, final --
part / total [W] / internal, W / switching, W
combinational: 0.0000165 / 0.00000928 / 0.00000723
sequential: 0.000298 / 0.000295 / 0.00000340
clock: 0.000243 / 0.000152 / 0.0000920
total: 0.000558 / 0.000456 / 0.000103
-- layer usage --
| metal | vias to the layer above | GRT usage | share of wire |
|---|---|---|---|
| met5 | - | 0 | 0 |
| met4 | 0 | 0.00176 | 0 |
| met3 | 0 | 0.0136 | 0.12 |
| met2 | 6 | 0.0120 | 0.29 |
| met1 | 46 | 0.0141 | 0.59 |
| li1 | 47 | - | - |
-- worst max path at each step --
stage / cells after the start / endpoint / start / slack, ns
6_report: 1 / z / RrisingEdge.state[2] / 0.08
5_1_grt: 1 / z / RrisingEdge.state[2] / 0.05
4_1_cts: 1 / z / RrisingEdge.state[2] / 0.07
Power and IR drop assume default switching activity.
