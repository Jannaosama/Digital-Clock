## ./config.mk

```make
export PLATFORM = sky130hd
export DESIGN_NAME = SecMinHourCounter
export DESIGN_NICKNAME = SecMinHourCounter
export VERILOG_FILES = /design/flow/design.v
export SDC_FILE = /design/flow/constraint.sdc
export NUM_CORES = 4
export LEC_CHECK = 1
export CORE_AREA = 10 10 109 109
export DIE_AREA = 0 0 119 119
```

## ./constraint.sdc

```tcl
current_design SecMinHourCounter

set clk_period 4.3
set clk_io_pct 0.2

create_clock -name clk0 -period $clk_period [get_ports {clk}]

set non_clock_inputs [all_inputs -no_clocks]
set_input_delay [expr $clk_period * $clk_io_pct] -clock clk0 $non_clock_inputs
set_output_delay [expr $clk_period * $clk_io_pct] -clock clk0 [all_outputs]
```

## ./design.v

```verilog
`timescale 1ns / 1ps
module SecMinHourCounter( input clk,
    input reset,
    input en_clk,
    input updown,
    input en_hours,
    input en_mins,
    output [3:0] minutes_units, 
    output [2:0] minutes_tens,
    output [3:0] hours_units,
    output [2:0] hours_tens,
    output [5:0] counter_sec 
);
reg [3:0] enable;
wire [5:0] counter_min; 
wire [4:0] counter_hour; 
wire enable_minute_clock;
wire enable_hour_clock;
assign enable_minute_clock = en_clk ? (counter_sec == 59 & en_clk) : en_mins;
assign enable_hour_clock =en_clk ? (enable_minute_clock & counter_min == 59) : en_hours;
counter_bits #(6,60) Seconds (clk, reset, en_clk,updown, counter_sec);  
counter_bits #(6,60) Minutes (clk, reset,enable_minute_clock ,updown, counter_min);  
counter_bits #(5,24) Hours (clk, reset, enable_hour_clock,updown, counter_hour);  
assign hours_tens = counter_hour / 10;
assign hours_units = counter_hour % 10;
assign minutes_tens = counter_min / 10;
assign minutes_units = counter_min % 10;
endmodule 
`timescale 1ns / 1ps
module counter_bits #(x = 3, n = 8)
(input clk, reset, enable,updown, output reg [x-1:0] count); 
always @(posedge clk, posedge reset)
 begin
     if (reset == 1)
        count <= 0; 
     else 
     begin
     if (enable)begin
         if(updown)begin
             if (count<n-1)
             begin
                count <= count + 1; 
                end
             else
             begin
                count<=0;
             end
          end
           else begin
             if (count<n-1)
                    begin
                    count <= count -1; 
                    end
             else begin
                    count<=0;
             end
           end
      end          
      else
         count <= count;
    end 
end
endmodule
```

## ./run.sh

```bash
#!/bin/bash
# OpenROAD 26Q1-2900-gdf79404cd8, Yosys 0.63+post, stock flow scripts
make -C /OpenROAD-flow-scripts/flow DESIGN_CONFIG=/design/flow/config.mk WORK_HOME=/design/flow/orfs finish
```

==> results.txt <==
Physical implementation status

The flow ran to the end, and the final reports show no timing, DRC or antenna violations. The number of CTS-inserted buffers stands at 3. The part of the Yosys area used for sequential elements stands at 0.247. The worst supply voltage drop on vdd stands at 0.442 mV. After routing, the total negative slack on setup checks comes to 0 ps.

The data arrival time of the critical path stands at 3030 ps. The placement stage leaves a total instance area of 2060 um^2. The critical path starts at Minutes.count[4]. The synthesized design contains 17 register bits. The per-instance average area after synthesis stands at 7.49 um^2. Per the detailed-route log, wirelength across all metal layers totals 4020 um.

Gates resized during post-CTS repair numbered 0. The final timing summary puts the cycle share of the worst path at 0.906. From bottom edge to top edge, the die measures 119 um. The leakage power total stands at 0.845 nW.

The synth_stat.txt file lists the number of cells as 230. The critical path is of the reg -> out type. Checking hold timing, the worst path is listed with class reg -> reg. The area added between synthesis and finish stands at 22.2%. Clock tree synthesis selected as its root buffer the cell sky130_fd_sc_hd__clkbuf_8. The worst setup path is captured at an output pin. Per the CTS log, the maximum H-tree level is 1. The warning total across the stage logs stands at 36.

For this configuration, the core starts out at a cell density of 0.179. The minimum clock period stands at 3890 ps. The netlist area before placement stands at 1720 um^2.

The die area stands at 14200 um^2. As logged by OpenROAD, the buffers inserted on ports number 24. The number of global-route vias before repair is 1414. The measured slew at the worst slew-check pin stands at 858 ps. The insertion delay at the late pin of the worst-skew pair stands at 250 ps. Once layout is done, the placed cells without fillers occupy 2110 um^2. Setup repair after global routing left no endpoint under its margin. Entering global routing, the biggest net connects 19 pins.

In the routed layout, each cell is associated on average with a via count of 4.17. The first global-routing pass estimated 6830 um of wire. Looking at hold timing, the worst path starts from Seconds.count[5]. The number of distinct library cells after synthesis stands at 45. 26 I/O pins were placed. The async set-or-reset flop fraction in the synthesized netlist stands at 1.00. At the end of the flow the core is filled with cells to 0.218. By instance count after routing, the leading logic cell types are sky130_fd_sc_hd__nand2_1 (33), sky130_fd_sc_hd__o21ai_0 (32), sky130_fd_sc_hd__clkdlybuf4s50_1 (24). The iteration count recorded for the first detailed-route pass is 4. The wire-length estimate of the detail-placed layout is 3030 um.

The count of pins over their slew limit stands at 0. The number of hold-slack violations in the final timing report stands at 0. After layout, the setup clock skew is reported as 4.75 ps. Row generation in the floorplan step produced 36 rows. Counting flops with a built-in enable in the synthesized netlist gives 0. The number of hold-repair buffers added at the cts stage stands at 0. The most used flip-flop cell after synthesis is sky130_fd_sc_hd__dfrtp_1. Based on the critical path, the design can be clocked at up to 0.257 GHz. The clock input transition at the sequential cells of the worst setup and hold paths stands at 70 ps. Looking at the reg2reg group, the worst path starts from Minutes.count[5]. The core outline area stands at 9640 um^2. The biggest fanout along the worst timing path stands at 5. After layout, the design draws a total of 1.54 mW. The routed layout reports a DRC error count of 0. TritonCTS built the clock tree. The final tally of setup violations stands at 0. The number of antenna violations at the first check in global routing stands at 0.

Counting only logic cells after layout, the most numerous master is sky130_fd_sc_hd__nand2_1. The worst setup path is launched from a flip-flop. The number of max-capacitance violations reported stands at 0. The area recorded from the Yosys report for this design is 1720 um^2. Synthesis produced a netlist whose cell count is 230. For this sky-water flow run, the detailed-routed wirelength per cell is reported as 10.7 um. The number of vias after detailed routing stands at 1572. The worst path required time stands at 3440 ps.

The layout summary lists the proportion of cells stronger than drive strength 1 as 0.0369. 0 antenna diodes ended up in the layout. The violation count after the first detailed-route iteration stands at 59.

Overall routing resource usage recorded by global route was 0.0554. The cell area power density stands at 731 nW/um^2. The maximum count of clock buffers along a single path stands at 2. In this run the remaining antenna-violating nets after routing total 0.

The synthesis report lists the Yosys warning total as 2. The remaining global-route overflow stands at 0. The global placement routability congestion stands at 0.833. Once the clock tree was built, the setup fixing pass inserted 0 buffers. The headroom to the max-slew limit stands at 0.428. The die is 119 um wide.

Clock tree synthesis found a total of 17 sinks.
[per-stage QoR]
stage          hold WS (ps)  std cells  worst slack (ps)
2_1_floorplan           457        230              1050
3_3_place_gp            507        373               696
3_5_place_dp            519        373               672
4_1_cts                 525        377               378
5_1_grt                 545        377               155
6_report                519        377               406
[synthesized netlist by cell type, types with 2 or more instances]
cell	instances	share of area
sky130_fd_sc_hd__o22ai_1	5	0.018
sky130_fd_sc_hd__nand3_1	5	0.015
sky130_fd_sc_hd__nand2b_1	6	0.022
sky130_fd_sc_hd__xnor2_1	8	0.041
sky130_fd_sc_hd__a21boi_0	2	0.0087
sky130_fd_sc_hd__nand2_1	33	0.072
sky130_fd_sc_hd__nor3_1	7	0.020
sky130_fd_sc_hd__nor2_1	11	0.024
sky130_fd_sc_hd__a31oi_1	2	0.0073
sky130_fd_sc_hd__buf_4	6	0.026
sky130_fd_sc_hd__nand4_1	2	0.0073
sky130_fd_sc_hd__inv_1	15	0.033
sky130_fd_sc_hd__a32o_1	2	0.012
sky130_fd_sc_hd__ha_1	17	0.12
sky130_fd_sc_hd__clkbuf_1	9	0.020
sky130_fd_sc_hd__o31ai_1	2	0.0087
sky130_fd_sc_hd__o21a_1	2	0.0087
sky130_fd_sc_hd__dfrtp_1	17	0.25
sky130_fd_sc_hd__nor4_1	2	0.0073
sky130_fd_sc_hd__a21o_1	3	0.013
sky130_fd_sc_hd__o32a_1	2	0.012
sky130_fd_sc_hd__or3_1	2	0.0073
sky130_fd_sc_hd__o21ai_0	32	0.093
sky130_fd_sc_hd__nor2b_1	4	0.015
sky130_fd_sc_hd__mux2i_1	3	0.017
sky130_fd_sc_hd__a21oi_1	12	0.035
[final cells by class]
type                       instances  area [um^2]
clock buffer                       4         45.0
sequential                        17          425
multi-input combinational        182         1160
tap                              133          166
timing repair buffer              26          255
inverter                          15         56.3
fill                            1100         7530
[state kept, by name, indices dropped and copies added (netlist names)]
register and count:
Minutes.count 6, Seconds.count 6, Hours.count 5
[logic make-up (layout without fill, tap and decap cells)]
kind of cell,after synthesis,in the layout,synth area share
adders and majority gates,17,17,0.123
DFF,17,17,0.247
and+or+nand+nor,79,79,0.220
AOI/OAI and AO/OA,72,72,0.256
xor gates and xnor gates,9,9,0.0458
muxes,4,4,0.0240
other,1,1,0.00218
buffers and inverters,31,45,0.0813
[worst max-delay path, cell delays in order, from the launching register on]
cell and delay [ps]:
sky130_fd_sc_hd__dfrtp_1 380, sky130_fd_sc_hd__inv_1 130, sky130_fd_sc_hd__ha_1 180, sky130_fd_sc_hd__inv_1 50
sky130_fd_sc_hd__ha_1 290, sky130_fd_sc_hd__inv_1 90, sky130_fd_sc_hd__a31oi_1 80, sky130_fd_sc_hd__o2bb2ai_1 190
sky130_fd_sc_hd__nand2_1 80, sky130_fd_sc_hd__a2111o_1 490, sky130_fd_sc_hd__mux2i_1 200, sky130_fd_sc_hd__xor2_1 150
sky130_fd_sc_hd__clkdlybuf4s50_1 480
[worst paths after layout]
| kind | endpoint | slack (ps) | depth (start not counted) |
|---|---|---|---|
| setup / recovery | minutes_units[3] | 410 | 12 |
| hold / removal | Seconds.count[5] | 520 | 1 |
| setup reg to reg | Hours.count[2] | 2310 | 5 |
| hold reg to reg | Seconds.count[5] | 520 | 1 |
| max in group asynchronous | Seconds.count[3] | 2840 | 2 |
| min in group asynchronous | Minutes.count[2] | 1010 | 2 |
[per-layer routing]
metal | vias up | track usage | part of all wire
met3 | 0 | 0.0201 | 0.079
met2 | 46 | 0.0768 | 0.40
met5 | - | 0 | 0
li1 | 823 | - | -
met1 | 703 | 0.0839 | 0.52
met4 | 0 | 0.00229 | 0
[power breakdown]
part           switching [mW]  leakage (nW)  internal [mW]  total (mW)
combinational           0.454         0.616          0.611        1.07
clock                  0.0549        0.0228         0.0657       0.121
sequential              0.126         0.206          0.226       0.353
total                   0.635         0.845          0.903        1.54
Power is estimated from default activity; no workload was simulated.
